$ cat ./run.sh
#!/bin/bash
# OpenROAD 26Q1-2900-gdf79404cd8, Yosys 0.63+post, stock flow scripts
make -C /OpenROAD-flow-scripts/flow DESIGN_CONFIG=/design/flow/config.mk WORK_HOME=/design/flow/orfs finish
$ cat ./config.mk
export PLATFORM = sky130hd
export DESIGN_NAME = addsub
export DESIGN_NICKNAME = addsub
export VERILOG_FILES = /design/flow/design.v
export SDC_FILE = /design/flow/constraint.sdc
export NUM_CORES = 4
export LEC_CHECK = 1
export CORE_AREA = 10 10 70 70
export DIE_AREA = 0 0 80 80
$ cat ./constraint.sdc
current_design addsub

set clk_period 2.4
set clk_io_pct 0.2

create_clock -name clk0 -period $clk_period

set non_clock_inputs [all_inputs -no_clocks]
set_input_delay [expr $clk_period * $clk_io_pct] -clock clk0 $non_clock_inputs
set_output_delay [expr $clk_period * $clk_io_pct] -clock clk0 [all_outputs]
$ cat ./design.v
module fulladder(sum, co, a, b, ci);
  input   a, b, ci;
  output  sum, co;
  wire s,c1,c2;
  assign sum = a ^ b ^ ci;
  assign co = (a & b) | (a & ci) | (b & ci);
endmodule
module  add4( sum, co, a, b, ci);
  input   [3:0] a, b;
  input   ci;
  output  [3:0] sum;
  output  co;
  wire [2:0] c;
  fulladder a0(sum[0], c[0], a[0], b[0], ci);
  fulladder a1(sum[1], c[1], a[1], b[1], c[0]);
  fulladder a2(sum[2], c[2], a[2], b[2], c[1]);
  fulladder a3(sum[3], co  , a[3], b[3], c[2]);
endmodule
module	addsub( result, operand_a, operand_b, mode );
	input	[3:0]	operand_a, operand_b;
	input	mode;
	output	[3:0]	result;
	wire co;
	wire	[3:0]	xor_b;
	xor	as0(xor_b[0], mode, operand_b[0]);
	xor	as1(xor_b[1], mode, operand_b[1]);
	xor	as2(xor_b[2], mode, operand_b[2]);
	xor	as3(xor_b[3], mode, operand_b[3]);
	add4	m1(
		.sum(result),
		.co(co),
		.a(operand_a),	 
		.b(xor_b),	
		.ci(mode)
	);	
endmodule
==> impl_metrics.tcl <==
# collected from the flow reports
set metrics [dict create \
    die.size.x_um 80 \
    grt_pass1_wl_um 834 \
    dr_total_vias 128 \
    max_cap_viol_count 0 \
    logic_area_um2 135 \
    layout.area.seq_um2 0 \
    number_of_antenna_violations_at_the_first_check_in_global_routing 1 \
    n_clock_buffer 0 \
    max_slew.worst_pin.slew_ns 0.155 \
    worst_hold_path.num_cells 5 \
    final_hold_viol_count 0 \
    total_routing_usage_reported_by_global_routing_pct 1.69 \
    die_height_um 80 \
    layout_worst_path_cycle_share_pct 96.8 \
    report.final.slew_viol_count 0 \
    wirelength_um 531 \
    rsz0062_at_grt "true" \
    swShare_pct 33.9 \
    vias_per_cell 1.75 \
    synthesis.instances 16 \
    critical_path_arrival_ns 1.84 \
    nFlopsAndLatches 0 \
    min_to "result[3]" \
    netSwitchingPower_mw 0.0255 \
    seq_area_frac_synth_pct 0 \
    ys_chip_area_um2 145 \
    area_leaders "fa_1 (28%), xnor2_1 (24%), buf_4 (21%)" \
    min_path_type "in2out" \
    combPwrFrac_pct 100.0 \
    numPortBuffers 13 \
    drt-wirelength-per-cell_um 7.27 \
    most_used_standard_cells_in_the_synthesized_netlist "buf_4 (4), xnor2_1 (4), inv_1 (3), fa_1 (2), xor2_1 (2)" \
    timing.critical_path.from_type "primary input" \
    max_freq_mhz 430 \
    nFillCells 416 \
    top_layer "met3" \
    vdd.ir_drop.worst_mv 0.0305 \
    via_count_of_the_first_global_routing_pass 148 \
    layout-drive-gt1-share_pct 63.0 \
    power_report.internal_total_mw 0.0497 \
    critPathCaptureType "output pin" \
    worst-endpoint-required_ns 1.92 \
    core-area_mm2 0.00342 \
    drcViolationCount 0 \
    drtAntennaViolNets 0 \
    syn-mean-instance-area_um2 9.07 \
    starting_density_pct 4.25 \
    pwr-share-seq_pct 0 \
    power.leakage_nw 0.140 \
    layout_min_cycle_time_ns 2.32 \
    run_status "finished, final reports clean" \
    dr.pass1.iters 2 \
    p_clk_share_pct 0 \
    final-setup-viol-count 0 \
    gp_routability_congestion 0.747 \
    grt_start_max_net_pins 4 \
    route.met3.wl_um 140 \
    place_hpwl_um 504 \
    ys_types 6 \
    critical_path.max_fanout 2 \
    placementRows 21 \
    stage_log_warnings 37 \
    min-delay-start "mode" \
    final_design_utilization_pct 9.85 \
    area_growth_syn_to_layout_pct 132 \
    whs_ns 1.47 \
    timing.slew.headroom_pct 89.6 \
    synthesis.area_um2 145 \
    total_die_size_mm2 0.00640 \
    met2WireLength_um 146 \
    globalRouteOverflowTotal 0 \
    number_of_design_rule_violations_left_by_the_first_detailed_router_iteration 3 \
    wl_met1_um 244 \
    netlist.area_leader.share_pct 27.6 \
    n_antenna_cell 0 \
    worstSetupPathType "in2out" \
    yosysTopAreaCell "fa_1" \
    power.density_cell_area_mw_per_mm2 224 \
    synth-cells-yosys 16 \
    boundaryPins 13 \
    yosysWarnings 0 \
]
[worst max path at each step]
| stage | end | cells past startpoint | startpoint | slack (ns) |
|---|---|---|---|---|
| global route | result[3] | 8 | operand_b[0] | -0.01 |
| finish | result[1] | 4 | operand_b[0] | 0.08 |
| CTS | result[3] | 8 | operand_b[0] | -0.01 |
[cells by family after synthesis]
group	Yosys count	share of synthesized area (%)
fa+ha+maj	2	27.6
buf+inv	7	28.4
mux	1	7.76
xor+xnor	6	36.2
[per-stage QoR]
stage	instance area [um^2]	TNS [ns]	total power [mW]	instances	setup WS (ns)
after global routing	337	-0.0133	0.0847	73	-0.0133
after global placement	310	-1.91	0.0734	72	-0.778
final	337	0	0.0753	73	0.0765
after CTS	315	-0.0101	0.0733	72	-0.0101
after floorplan	145	0	0.0408	16	0.185
after detailed placement	310	-1.94	0.0742	72	-0.812
[power by group through the flow]
stage         sequential, mW  combinational [mW]  clock [mW]
CTS                        0              0.0733           0
global route               0              0.0847           0
finish                     0              0.0753           0
[critical path, stage by stage]
cell             delay [ns]
buf_8                  0.10
mux2_4                 0.29
fa_2                   0.52
clkdlybuf4s50_1        0.45
[cell type report]
| class | instances | share of cell area (%) |
|---|---|---|
| inverters | 3 | 3.35 |
| well taps | 46 | 17.1 |
| multi-input cells | 9 | 40.1 |
| repair buffers | 15 | 39.4 |
[layout by cell type, fill, tap and decap left out]
cell	instances
xor2_2	1
mux2_4	1
dlymetal6s2s_1	1
inv_2	3
dlygate4sd2_1	1
buf_4	2
buf_8	1
xnor2_1	2
fa_2	2
clkdlybuf4s50_1	5
buf_2	4
xnor2_2	2
buf_6	1
xor2_1	1
[routing by layer]
metal / global-route usage (%) / vias to the layer above
li1: - / 64
met1: 2.27 / 53
met2: 1.85 / 11
met3: 1.82 / 0
met4: 0 / 0
met5: 0 / -
[timing repair]
item	in CTS	in global routing
endpoints found under the setup margin	3	2
hold buffers	0	0
setup buffers	0	1
pin swaps	5	4
resized	33	4
Power figures rest on the tool's default switching activity, not on a simulated workload.
