<file path="design/flow/run.sh">
#!/bin/bash
# OpenROAD 26Q1-2900-gdf79404cd8, Yosys 0.63+post, stock flow scripts
make -C /OpenROAD-flow-scripts/flow DESIGN_CONFIG=/design/flow/config.mk WORK_HOME=/design/flow/orfs finish
</file>
<file path="design/flow/config.mk">
export PLATFORM = sky130hd
export DESIGN_NAME = sat_count
export DESIGN_NICKNAME = sat_count
export VERILOG_FILES = /design/flow/design.v
export SDC_FILE = /design/flow/constraint.sdc
export NUM_CORES = 4
export LEC_CHECK = 1
export CORE_AREA = 10 10 70 70
export DIE_AREA = 0 0 80 80
</file>
<file path="design/flow/constraint.sdc">
current_design sat_count

set clk_period 1.0
set clk_io_pct 0.2

create_clock -name clk0 -period $clk_period [get_ports {clk}]

set non_clock_inputs [all_inputs -no_clocks]
set_input_delay [expr $clk_period * $clk_io_pct] -clock clk0 $non_clock_inputs
set_output_delay [expr $clk_period * $clk_io_pct] -clock clk0 [all_outputs]
</file>
<file path="design/flow/design.v">
module sat_count(clk, reset, branch, taken, prediction);
   parameter N=2;
   input clk, reset, branch, taken;
   output prediction;
   reg [N-1:0] counter;
   always @ (posedge clk) begin
      if (reset)
		   counter = 0;
	  else if (branch) begin
         if (taken) begin  
            if (counter < {2'b11}) begin  
						counter = counter + 1;
			end
	   	 end
         else begin  
 			   if (counter > 0)
				   counter = counter - 1;
		 end
	  end
   end
   assign prediction = counter[N-1];
endmodule
</file>
==> Slide: Implementation Results <==
Physical Implementation Snapshot

Final timing
  – RSZ-0062 raised after global routing: no
  – Hold slack: 0.3002 ns
  – Clock skew: 0.002826 ns
  – Final setup vio count: 0
  – Final slew viol count: 0
  – Worst-Margin Slew: 0.2224 ns
  – Fin crit period: 0.9274 ns
  – Relative slew slack: 0.8494
  – Final hold violation count: 0
  – Period utilisation layout: 0.9274
  – Max Fclk: 1078 MHz
  – Final WS setup: 0.07260 ns

Clock network
  – H-tree levels: 1
  – Total CTS buffers: 3
  – Clk sink count: 2
  – Clk root buf: clkbuf_4
  – Reg clk slew, reported paths: 0.03 ns
  – CTS tree: built
  – Clock latency (worst-skew pair): 0.22 ns
  – Post-CTS setup buffer count: 0
  – Post-CTS Hold Fix Bufs: 0
  – CTS Buffer Depth: 2
  – CTS resizes: 3

Finish
  – Layout Area Growth over Synthesis: 114.6%
  – Most frequent logic cells in the routed design: clkbuf_4, dfxtp_1, dlygate4sd2_1
  – Largest register FFs: 2
  – Fill count: 417
  – Most frequent logic cell in the layout: clkbuf_4
  – Layout cells sized above 1: 0.2105

Synthesis
  – AO/OA Area Share: 0.2022
  – Adder-cell share of the synthesized area: 0
  – Synth Area per Inst: 10.12 um2
  – Synthesized area: 111.4 um2
  – Post-Syn Instances: 11
  – Ys Warns: 1
  – Simple share: 0.3146
  – Main kind of combinational logic by area: simple AND/OR/NAND/NOR gates
  – Synth flops: 2
  – Netlist cell types: 10
  – Synth Seq Share: 0.3596
  – Yosys stat area: 111.4 um2
  – Yosys Instances: 11
  – Mux frac, synth: 0.08989
  – Xor/xnor share: 0

Power
  – Clk pwr share: 0.587
  – Internal: 0.0002382 W
  – VDD IR max: 479.0 uV
  – Gate power share: 0.116
  – Seq pwr share: 0.298
  – Switching power of the nets: 0.00005833 W
  – Static leakage: 0.08191 nW
  – Power per cell area: 1241 nW/um2
  – Net Sw Frac: 0.1967

Setup path
  – Crit-path max cell delay: 0.31 ns
  – CP bufs+invs: 1
  – Crit path cell chain: clkdlybuf4s15_1
  – Worst r2r src: counter[0]
  – Required @ worst endpoint: 0.80 ns
  – Startpoint Class: register
  – Max FO, Critical Path: 2
  – CP Class: register to output pin
  – CP startpoint: counter[1]
  – Worst EP arrival: 0.73 ns
  – Crit end category: output pin
  – Critical path's top delay family: flip-flops
  – Slowest stage cell, crit path: dfxtp_1

Route
  – Routed Antenna Nets: 0
  – Diodes inserted: 0
  – Total number of vias: 111
  – DRT iter0 DRCs: 3
  – Drt drc: 0
  – Routed len/inst: 5.031 um
  – Routed WL: 327 um
  – Drt pass-1 iters: 2
  – Vias/cell: 1.708

Status
  – Status: completed

Run
  – OpenROAD warnings: 25
  – Max cap viols: 0

GRT
  – Global Route Usage Sum: 0.01158
  – Initial antenna violation count: 0
  – Remaining global-route overflow: 0
  – First-pass GRT wire length: 565 um
  – Vias in the first global route: 128
  – Largest net degree at the start of global routing: 6

Place
  – DP Worst Slack: -0.2441 ns
  – Port Buffers: 4
  – Final Wtd Congestion: 0.5703

Floorplan
  – Fp_density: 0.03260
  – Core ar.: 3416 um2
  – Die Size: 6400 um2
  – Boundary Pins: 5
  – Die width: 80 um
  – FP Rows: 21
  – Die H: 80 um

Min path
  – Min-Delay Path Class: primary input to register
  – Hold Crit Start: reset
cell usage after synthesis:
library cell | instances | area [um2]
and2b_1 | 1 | 7.510
nand4bb_1 | 1 | 11.26
dfxtp_1 | 2 | 40.04
a21oi_1 | 1 | 5.000
inv_1 | 1 | 3.750
mux2i_1 | 1 | 10.01
or2b_1 | 1 | 7.510
or3b_1 | 1 | 8.760
o311ai_1 | 1 | 8.760
o32ai_1 | 1 | 8.760
final cells by class:
| class | instances | area [um2] | share of cell area |
|---|---|---|---|
| repair buffers | 5 | 47.55 | 0.1990 |
| well taps | 46 | 57.56 | 0.2408 |
| flip-flops and latches | 2 | 40.04 | 0.1675 |
| clock buffers | 3 | 22.52 | 0.09424 |
| inverters | 1 | 3.754 | 0.01571 |
| multi-input cells | 8 | 67.56 | 0.2827 |
power groups by stage:
stage	Sequential (W)	Clock, W	Combinational [W]
after CTS	0.0000882	0.000186	0.0000351
after global routing	0.0000890	0.000203	0.0000382
final	0.0000882	0.000174	0.0000343
worst paths after layout:
kind	to	slack, ns	depth (start not counted)
setup / recovery	prediction	0.07	1
hold / removal	counter[1]	0.30	2
setup reg to reg	counter[0]	0.11	2
hold reg to reg	counter[1]	0.58	2
routing by layer:
layer  up-vias  track usage  wire length, um
met1        47      0.01329              208
met2         4      0.01284               96
met5         -            0                0
met4         0     0.005282                0
li1         60            -                -
met3         0      0.01250               22
cells by family after synthesis:
kind of cell | after synthesis
buffers and inverters | 1
flip-flops | 2
AND/OR/NAND/NOR | 4
multiplexers | 1
AND-OR/OR-AND | 3
per-stage QoR:
step / utilization / cells / area [um2] / setup TNS [ns] / total power, W
4_1_cts: 0.06886 / 65 / 235.2 / 0 / 0.0003090
3_5_place_dp: 0.06337 / 62 / 216.5 / -0.4887 / 0.0001275
6_report: 0.06996 / 65 / 239.0 / 0 / 0.0002965
3_3_place_gp: 0.06337 / 62 / 216.5 / -0.4705 / 0.0001266
5_1_grt: 0.06996 / 65 / 239.0 / 0 / 0.0003303
2_1_floorplan: - / 11 / 111.4 / 0 / 0.0001039
Power figures rest on the tool's default switching activity, not on a simulated workload.
